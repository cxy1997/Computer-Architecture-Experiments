<file path="flow/design.v">
`timescale 1ns / 1ps
module timerDriver(
    clockIn,
	 clockOut
	 );
	 input clockIn;
	 output clockOut;
	 reg clockOut;
	 reg[23:0] buffer;
	 always@(posedge clockIn)
	 begin
	     buffer <= buffer+1;
		  clockOut <= &buffer;
    end
endmodule
module counter(
    mainClock,
    reset,
    count
    );
	 input mainClock;
    input reset;
    output [3:0] count;
	 reg [3:0] count;
	 wire slowClock;
	 timerDriver td(.clockIn(mainClock), .clockOut(slowClock));
	 always @(posedge slowClock)
	 begin
	     if (!reset)
		      count <= 4'b1111;
		  else
		      count <= count - 1;
	 end
endmodule
</file>
<file path="flow/run.sh">
#!/bin/bash
# OpenROAD 26Q1-2900-gdf79404cd8, Yosys 0.63+post, stock flow scripts
make -C /OpenROAD-flow-scripts/flow DESIGN_CONFIG=/design/flow/config.mk WORK_HOME=/design/flow/orfs finish
</file>
<file path="flow/config.mk">
export PLATFORM = sky130hd
export DESIGN_NAME = counter
export DESIGN_NICKNAME = counter
export VERILOG_FILES = /design/flow/design.v
export SDC_FILE = /design/flow/constraint.sdc
export NUM_CORES = 4
export LEC_CHECK = 1
export CORE_AREA = 10 10 108 108
export DIE_AREA = 0 0 118 118
</file>
<file path="flow/constraint.sdc">
current_design counter

set clk_period 5.4
set clk_io_pct 0.2

create_clock -name clk0 -period $clk_period [get_ports {mainClock}]

set non_clock_inputs [all_inputs -no_clocks]
set_input_delay [expr $clk_period * $clk_io_pct] -clock clk0 $non_clock_inputs
set_output_delay [expr $clk_period * $clk_io_pct] -clock clk0 [all_outputs]
</file>
==> impl_metrics.csv <==
group,metric,value,unit
pwr,p_per_area,215,nW/um2
worst_setup_path,max_stage_delay,0.61,ns
sta,finalClockPeriodUsage,0.295,
yosys,synth-xor-area-share,0.188,
yosys,synthCells,109,
yosys,ys_sh_simple,0.239,
worst_setup_path,cp.required,5.60,ns
sta,slew_viol_final,0,
yosys,yosysCellCount,109,
sta,min_period,1.59,ns
clock_network,clock_path_buffers,2,
final_layout,layout_top_cells,"29 x dfxtp_1, 15 x nand2_1, 13 x xnor2_1, 11 x xor2_1",
pwr,peakVddDrop,0.185,mV
clock_network,cts_root_buf,"clkbuf_8",
worst_setup_path,rr_startpoint,"td.buffer[12]",
worst_setup_path,cp-start-kind,"flip-flop",
global_routing,antenna_found_initial,0,
floorplan,die_area,13900,um2
yosys,fa_ha_area_frac,0.0224,
job,maxCapViolCount,0,
sta,skew,0.00136,ns
yosys,synth.cell_area,1120,um2
yosys,ys_seq_share,0.520,
clock_network,cts-buffers-inserted,3,
floorplan,die-height,118,um
yosys,synthTopLogicFamily,"simple AND/OR/NAND/NOR gates",
placement,place_congestion,0.748,
global_routing,track_usage,0.0215,
yosys,yosys-stat-area,1120,um2
detailed_routing,routed_wl,1450,um
detailed_routing,drc_errors,0,
worst_setup_path,cp_cell_sequence,"nand4_1 > or4_4 > nor3_2 > xor2_1",
floorplan,die_x,118,um
worst_setup_path,rr_endpoint,"td.buffer[22]",
run_status,status,"finished, final reports clean",
detailed_routing,wl_per_cell,5.92,um
detailed_routing,vias,677,
worst_setup_path,crit_type,"flip-flop to flip-flop",
detailed_routing,drt_first_iter_violations,35,
detailed_routing,ant_nets,0,
worst_setup_path,crit_path_end_kind,"flip-flop",
final_layout,syn2layout_area_growth,21.6,%
sta,rsz0062_at_grt,"false",
global_routing,overflow,0,
clock_network,clk_latency,0.26,ns
floorplan,ios,6,
clock_network,cts-resized-gates,0,
yosys,ys_ff,29,
detailed_routing,first_pass_iters,2,
yosys,ys_sh_mux,0,
worst_setup_path,worstRegToRegCells,4,
global_routing,grt_start_max_net_pins,15,
yosys,syn_area_per_cell,10.3,um2
worst_setup_path,reg2reg_slack,3.81,ns
sta,timing.final.ws_setup,3.81,ns
yosys,aoi_share,0,
job,tool_warnings,25,
sta,fmax,628,MHz
final_layout,layout-drive-gt1-share,0.103,
yosys,yosys_warnings,2,
sta,slew-limit-headroom,0.781,
final_layout,mostFrequentLayoutCell,"dfxtp_1",
worst_hold_path,worstHoldPathType,"flip-flop to flip-flop",
clock_network,clkTransAtPathRegs,0.08,ns
floorplan,initCoreUtil,0.120,
global_routing,grt_pass1_vias,625,
worst_setup_path,crit_end,"td.buffer[22]",
final_layout,fillers,1070,
sta,setup_viol,0,
clock_network,cts_tree,"built",
worst_setup_path,crit_path_top_delay_cell,"or4_4",
floorplan,num_rows,35,
sta,untimed_endpoints,8,
detailed_routing,num_antenna_cells,0,
pwr,p_leak,0.487,nW
sta,finalHoldViolCount,0,
detailed_routing,viasPerCell,2.76,
worst_setup_path,arrival,1.79,ns
clock_network,hold_buffers,0,
placement,dp_slack,3.83,ns
sta,unclocked_pins,4,
sta,setup_tns,0,ns
sta,tightestPinTransition,0.328,ns
floorplan,core-area,9280,um2
placement,place_hpwl,1120,um
global_routing,grt_pass1_wl,2680,um
clock_network,postCtsSetupRepairBufs,0,
clock_network,h-tree-depth,1,
placement,io_buffers,5,
worst_setup_path,worstSetupStartpoint,"td.buffer[12]",
yosys,synth.distinct_cells,20,
worst_setup_path,crit_path_max_fanout,8,
## report_power, final
part	switching, mW	internal [mW]	leakage [nW]
clock	0.0556	0.0515	0.0255
combinational	0.000494	0.000749	0.227
sequential	0	0.184	0.234
total	0.0560	0.236	0.487
## layer usage
layer | GRT usage | vias to the layer above | part of all wire
li1 | - | 374 | -
met3 | 0.00778 | 2 | 0.059
met5 | 0 | - | 0
met2 | 0.0304 | 9 | 0.36
met1 | 0.0319 | 292 | 0.58
met4 | 0.00155 | 0 | 0.0062
## sequential cells by signal, indices dropped and copies added, names as in the netlist
name         count
td.buffer       24
count            4
td.clockOut      1
## how the worst min path moves through the flow
stage	from	to	cells past startpoint	slack, ns
finish	td.buffer[0]	td.buffer[0]	1	0.41
global route	td.buffer[0]	td.buffer[0]	1	0.44
CTS	td.buffer[0]	td.buffer[0]	1	0.42
## critical path, delay by kind of cell (launching register included)
kind	cells	cell delay [ns]
xor gates and xnor gates	1	0.15
DFF	1	0.39
and+or+nand+nor	3	0.98
## synth_stat cells
library cell  count  area (um2)
and3_1            1        6.26
and3_2            1        7.51
and4_1            2        17.5
buf_6             1        11.3
clkbuf_2          1        5.00
dfxtp_1          29         581
ha_1              2        25.0
inv_1             5        18.8
nand2_1          15        56.3
nand3_1           6        30.0
nand4_1           5        31.3
nor2_1            6        22.5
nor3_1            2        10.0
nor3_2            4        40.0
nor3b_2           1        12.5
nor4_1            2        12.5
or3b_2            1        8.76
or4_4             1        11.3
xnor2_1          13         114
xor2_1           11        96.3
## stage by stage
step	total power, mW	area, um2	cells	util	hold WS, ns
5_1_grt	0.302	1360	245	0.146	0.439
4_1_cts	0.297	1360	245	0.146	0.416
3_3_place_gp	0.190	1310	241	0.141	0.389
3_5_place_dp	0.190	1310	241	0.141	0.394
2_1_floorplan	0.189	1120	109	-	0.379
6_report	0.292	1360	245	0.146	0.413
## cell type report
| class | count | area [um2] | area share |
|---|---|---|---|
| sequential | 29 | 581 | 0.427 |
| multi-input combinational | 73 | 502 | 0.369 |
| tap | 129 | 161 | 0.119 |
| timing repair buffer | 5 | 50.0 | 0.0368 |
| clock buffer | 3 | 41.3 | 0.0304 |
| inverter | 5 | 18.8 | 0.0138 |
| clock inverter | 1 | 5.00 | 0.00368 |
## kinds of logic after synthesis
kind of cell	after synthesis
buffers and inverters	7
AND/OR/NAND/NOR	47
flip-flops	29
XOR/XNOR	24
adder cells (fa/ha/maj)	2
No activity file was given, so power comes from the tool's default toggle rates.
