--- /design/flow/run.sh ---
#!/bin/bash
# OpenROAD 26Q1-2900-gdf79404cd8, Yosys 0.63+post, stock flow scripts
make -C /OpenROAD-flow-scripts/flow DESIGN_CONFIG=/design/flow/config.mk WORK_HOME=/design/flow/orfs finish
--- /design/flow/config.mk ---
export PLATFORM = sky130hd
export DESIGN_NAME = cache_32
export DESIGN_NICKNAME = cache_32
export VERILOG_FILES = /design/flow/design.v
export SDC_FILE = /design/flow/constraint.sdc
export NUM_CORES = 4
export LEC_CHECK = 1
export CORE_AREA = 10 10 72 72
export DIE_AREA = 0 0 82 82
--- /design/flow/constraint.sdc ---
current_design cache_32

set clk_period 1.0
set clk_io_pct 0.2

create_clock -name clk0 -period $clk_period [get_ports {clock}]

set non_clock_inputs [all_inputs -no_clocks]
set_input_delay [expr $clk_period * $clk_io_pct] -clock clk0 $non_clock_inputs
set_output_delay [expr $clk_period * $clk_io_pct] -clock clk0 [all_outputs]
--- /design/flow/design.v ---
`timescale 1ns / 1ps
module cache_32(clock, reset, INPUT, OUTPUT);
    input clock;
	 input reset;
	 input [31:0] INPUT;
	 output reg [31:0] OUTPUT;
	 initial begin
	    OUTPUT <= 0;
	 end
	 always @ (posedge clock)
	 begin
OUTPUT = INPUT;
	 end
endmodule
module cache_1(clock, reset, INPUT, OUTPUT);
    input clock;
	 input reset;
	 input INPUT;
	 output reg OUTPUT;
	 initial begin
	    OUTPUT <= 0;
	 end
	 always @ (posedge clock)
	 begin
OUTPUT = INPUT;
	 end
endmodule
module cache_5(clock, reset, INPUT, OUTPUT);
    input clock;
	 input reset;
	 input [4:0] INPUT;
	 output reg [4:0] OUTPUT;
	 initial begin
	    OUTPUT <= 0;
	 end
	 always @ (posedge clock)
	 begin
OUTPUT = INPUT;
	 end
endmodule
module cache_Ex(clock, reset, regDstIn, AluOpIn, ALUSrcIn, regDstOut, AluOpOut, ALUSrcOut);
    input clock;
	 input reset;
	 input regDstIn;
	 input [1:0] AluOpIn;
	 input ALUSrcIn;
	 output reg regDstOut;
	 output reg [1:0] AluOpOut;
	 output reg ALUSrcOut;
	 initial begin
	     regDstOut = 0;
		  AluOpOut = 0;
		  ALUSrcOut = 0;
	 end
	 always @ (posedge clock)
	 begin
begin
		      regDstOut = regDstIn;
		      AluOpOut = AluOpIn;
		      ALUSrcOut = ALUSrcIn;
		  end
	 end
endmodule
module cache_M(clock, reset, branchIn, memReadIn, memWriteIn, branchOut, memReadOut, memWriteOut);
    input clock;
	 input reset;
	 input branchIn;
	 input memReadIn;
	 input memWriteIn;
	 output reg branchOut;
	 output reg memReadOut;
	 output reg memWriteOut;
	 initial begin
	     branchOut = 0;
		  memReadOut = 0;
		  memWriteOut = 0;
	 end
	 always @ (posedge clock)
	 begin
begin
		      branchOut = branchIn;
		      memReadOut = memReadIn;
		      memWriteOut = memWriteIn;
		  end
	 end
endmodule
module cache_WB(clock, reset, regWriteIn, memToRegIn, regWriteOut, memToRegOut);
    input clock;
	 input reset;
	 input regWriteIn;
	 input memToRegIn;
	 output reg regWriteOut;
	 output reg memToRegOut;
	 initial begin
	     regWriteOut = 0;
		  memToRegOut = 0;
	 end
	 always @ (posedge clock)
	 begin
begin
	         regWriteOut = regWriteIn;
		      memToRegOut = memToRegIn;
		  end
	 end
endmodule
==> results.toml <==
# synthesis and place-and-route metrics
[status]
outcome = "complete, no violations"

[final_timing]
hold_viol = 0
finalClockPeriodUsage_pct = 94.8
maxSlewViolCount = 0
setup_viol = 0
max_freq_mhz = 1060
slew_headroom_pct = 95.8
worstMarginPinSlew_ps = 63.5
min_period_ps = 948

[die]
fp_util_pct = 17.4
num_rows = 22
fp.coreArea_mm2 = 0.00369
die_area_mm2 = 0.00672
die_x_um = 82
io_pins = 66
die_h_um = 82

[logic_synthesis]
ys_top_cells_by_area = "dfxtp_1"
yosysCellCount = 32
ys_seq_share_pct = 100
top_area_cell = "dfxtp_1"
ys_chip_area_um2 = 641
ys_async_sr_fraction_pct = 0
synth.top_cell.area_share_pct = 100
synth_area_um2 = 641
synth_cells = 32
synth.distinct_cells = 1
synth-main-ff-cell = "dfxtp_1"
ys_seq_elements = 32
yosys_warnings = 1
syn_avg_cell_area_um2 = 20.0
synth_top_cell_by_count = "dfxtp_1"
ys_top_cells_by_count = "dfxtp_1"
edf_count = 0

[route]
firstDrtPassIters = 2
ant_nets = 0
num_vias = 497
drt-initial-drc-count = 18
drc = 0
route.antenna.diode_count = 0
post_drt_wl_per_cell_um = 12.3
avgViaCountPerCell = 3.27
wl_um = 1870

[clock_tree]
ctsHoldBuffers = 0
clk_pin_slew_ps = 60
htreeDepth = 2
post_cts_buffers = 0
tritoncts = "yes"
cts-root-buf = "clkbuf_8"
clock_sinks = 32
cts_buffers = 5
clock_path_buffers = 2

[critical_path]
path_buffers = 1
path_max_fanout = 1
required_ps = 800
crit_path_start = "OUTPUT[16]"
slowest_stage = "dfxtp_2"
worstPathArrival_ps = 750
path_cells = "clkdlybuf4s15_1"
crit_type = "flop to output pin"
crit_path_end_kind = "output pin"
worstSetupStartpointType = "flop"
crit_family = "flip-flops"
cpPeakStageDelay_ps = 310

[finish]
combGateArea_um2 = 0
final_layout_size_suffix_gt1_share_pct = 18.3
largest_reg_flops = 32
syn_to_final_growth_pct = 119
regMostFlops = "OUTPUT"
layout.cells.non_filler = 152
reg_top3 = "OUTPUT: 32 flops"
num-multi-input-gates = 0

[grt]
grt_pass1_wl_um = 2640
antenna_found_initial = 0
grt_use_total_pct = 5.26
grt_max_degree = 10
grt_pass1_vias = 516
grt_overflow = 0

[hold_path]
hold_depth = 1
min_to = "OUTPUT[11]"
hold_start = "INPUT[11]"
hold_class = "input port to flop"

[power]
clkPwrFrac_pct = 37.9
power.leakage_nw = 0.584
seqPwrFrac_pct = 54.2
internal_power_w = 0.00208
swShare_pct = 17.2
p_switching_w = 0.000432
total_power_w = 0.00251
irDropWorstVdd_uv = 853
comb_power_share_pct = 7.9
powerDensity_mw_per_mm2 = 1790

[job]
drv_cap = 0
tool_warnings = 26

[placement]
dp.cells = 144
gp_congestion = 0.777
portBuffers = 64
through the flow:
step | TNS, ps | area (um2) | utilization [%] | worst slack [ps] | hold slack (ps)
2_1_floorplan | 0 | 641 | - | 538 | 228
3_3_place_gp | 0 | 1340 | 36.4 | 32.0 | 651
3_5_place_dp | 0 | 1340 | 36.4 | 22.8 | 652
4_1_cts | 0 | 1430 | 38.8 | 8.94 | 352
5_1_grt | -1.23 | 1400 | 38.1 | -1.23 | 345
6_report | 0 | 1400 | 38.1 | 52.4 | 367
layer usage:
metal | up-vias | track usage [%] | wire, um
met1 | 214 | 5.23 | 608
met2 | 43 | 7.84 | 842
met4 | 0 | 1.02 | 9
li1 | 238 | - | -
met5 | - | 0 | 0
met3 | 2 | 5.18 | 411
worst max path at each step:
stage / endpoint / depth (start not counted)
CTS: OUTPUT[11] / 1
global route: OUTPUT[7] / 1
finish: OUTPUT[16] / 1
power groups by stage:
stage | sequential [W] | combinational (W) | clock, W
6_report | 0.00136 | 0.000200 | 0.000952
5_1_grt | 0.00137 | 0.000218 | 0.00107
4_1_cts | 0.00136 | 0.000214 | 0.00101
what timing repair did:
action,in CTS,in global routing
resized,64,13
endpoints found under the setup margin,32,9
pin swaps,0,0
final cells by class:
cell class | instances | area, um2
Timing Repair Buffer | 64 | 606
Fill cell | 372 | 2280
Tap cell | 48 | 60.1
Clock buffer | 8 | 90.1
Sequential cell | 32 | 648
cell usage in the layout, fill, tap and decap left out, drive strengths merged:
| master | netlist | final |
|---|---|---|
| clkdlybuf4s50 | 0 | 32 |
| dfxtp | 32 | 32 |
| clkdlybuf4s15 | 0 | 25 |
| clkbuf | 0 | 15 |
cell families (layout without fill, tap and decap cells):
| family | after synthesis | count (layout) | synth area share (%) |
|---|---|---|---|
| flops | 32 | 32 | 100 |
| buf+inv | 0 | 72 | 0 |
No activity file was given, so power comes from the tool's default toggle rates.
